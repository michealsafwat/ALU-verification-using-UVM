$ cat design/flow/run.sh
#!/bin/bash
# OpenROAD 26Q1-2900-gdf79404cd8, Yosys 0.63+post, stock flow scripts
make -C /OpenROAD-flow-scripts/flow DESIGN_CONFIG=/design/flow/config.mk WORK_HOME=/design/flow/orfs finish
$ cat design/flow/config.mk
export PLATFORM = sky130hd
export DESIGN_NAME = ALU
export DESIGN_NICKNAME = ALU
export VERILOG_FILES = /design/flow/design.v
export SDC_FILE = /design/flow/constraint.sdc
export NUM_CORES = 4
export LEC_CHECK = 1
export CORE_AREA = 10 10 84 84
export DIE_AREA = 0 0 94 94
$ cat design/flow/constraint.sdc
current_design ALU

set clk_period 1.8
set clk_io_pct 0.2

create_clock -name clk0 -period $clk_period [get_ports {alu_clk}]

set non_clock_inputs [all_inputs -no_clocks]
set_input_delay [expr $clk_period * $clk_io_pct] -clock clk0 $non_clock_inputs
set_output_delay [expr $clk_period * $clk_io_pct] -clock clk0 [all_outputs]
$ cat design/flow/design.v
`timescale 1ns / 1ps
module ALU (
    input wire alu_clk,
    input wire rst_n,
    input wire alu_enable_a,
    input wire alu_enable_b,
    input wire alu_irq_clr,
    input wire alu_enable,
    input wire [1:0] alu_op_a,
    input wire [1:0] alu_op_b,
    input wire [7:0] alu_in_a,
    input wire [7:0] alu_in_b,
    output reg [7:0] alu_out,
    output reg alu_irq
);
  reg [7:0] out;
  reg irq;
  always @(posedge alu_clk or negedge rst_n) begin
    if (!rst_n) begin
      alu_out <= 8'b0;
      out <= 8'b0;
      alu_irq <= 1'b0;
      irq <= 1'b0;
    end else if (alu_enable && alu_enable_a) begin
      case (alu_op_a)
        2'b00: alu_out <= alu_in_a & alu_in_b;
        2'b01: alu_out <= ~(alu_in_a & alu_in_b);
        2'b10: alu_out <= alu_in_a | alu_in_b;
        2'b11: alu_out <= alu_in_a ^ alu_in_b;
      endcase
      if (!alu_irq_clr) begin
        case ({
          alu_op_a, alu_out
        })
          10'h0FF: alu_irq <= 1'b1;
          10'h100: alu_irq <= 1'b1;
          10'h2F8: alu_irq <= 1'b1;
          10'h383: alu_irq <= 1'b1;
          default: begin
            irq <= 1'b0;
          end
        endcase
      end else if (alu_irq_clr) begin
        case ({
          alu_op_a, alu_out
        })
          10'h0FF: begin
            alu_irq <= ~irq;
            irq <= ~irq;
          end
          10'h100: begin
            alu_irq <= ~irq;
            irq <= ~irq;
          end
          10'h2F8: begin
            alu_irq <= ~irq;
            irq <= ~irq;
          end
          10'h383: begin
            alu_irq <= ~irq;
            irq <= ~irq;
          end
          default: begin
            alu_irq <= 1'b0;
            irq <= 1'b0;
          end
        endcase
      end
    end else if (alu_enable && alu_enable_b) begin
      case (alu_op_b)
        2'b00: alu_out <= ~(alu_in_a ^ alu_in_b);
        2'b01: alu_out <= alu_in_a & alu_in_b;
        2'b10: alu_out <= ~(alu_in_a | alu_in_b);
        2'b11: alu_out <= alu_in_a | alu_in_b;
      endcase
      if (!alu_irq_clr) begin
        case ({
          alu_op_b, alu_out
        })
          10'h0F1: alu_irq <= 1'b1;
          10'h1F4: alu_irq <= 1'b1;
          10'h2F5: alu_irq <= 1'b1;
          10'h3FF: alu_irq <= 1'b1;
          default: begin
            irq <= 1'b0;
          end
        endcase
      end else if (alu_irq_clr) begin
        case ({
          alu_op_b, alu_out
        })
          10'h0F1: begin
            alu_irq <= ~irq;
            irq <= ~irq;
          end
          10'h1F4: begin
            alu_irq <= ~irq;
            irq <= ~irq;
          end
          10'h2F5: begin
            alu_irq <= ~irq;
            irq <= ~irq;
          end
          10'h3FF: begin
            alu_irq <= ~irq;
            irq <= ~irq;
          end
          default: begin
            alu_irq <= 1'b0;
            irq <= 1'b0;
          end
        endcase
      end
    end
  end
endmodule
==> reports/results.env <==
WORST_IR_DROP_VDD_mV=0.243
CLOCK-SINKS=10
REG2REG_DEPTH=5
FP.DIEAREA_UM2=8840
GRT_ANTENNA_BEFORE_REPAIR=0
SYNTH.YOSYS.SEQ_AREA_SHARE_PCT=17.4
FIRST_DRT_PASS_ITERATION_COUNT=4
WARNING_COUNT=36
VIOLATED_CHECKS='negative setup slack'
TIMING.CRITICAL_PATH.SLOWEST_STAGE_CELL='sky130_fd_sc_hd__or4b_1'
SYNTH_LARGEST_TYPE_AREA_FRACTION_PCT=17.4
PATH_CLK_SLEW_NS=0.05
TOP_ACHIEVABLE_CLOCK_SPEED_GHz=0.515
SYNTH_AREA_UM2=1440
FP.COREAREA_UM2=5200
POSTROUTEANTENNANETS=0
SYNTH.YOSYS.CHIP_AREA_UM2=1440
PORT_BUFFERS=34
DIE_H_UM=94
FINAL_CRITICAL_PATH_SETUP_SLACK_NS=-0.141
DIE_WIDTH_UM=94
YOSYSUNIQUECELLTYPES=40
CLK_ROOT_BUFFER_CELL='sky130_fd_sc_hd__clkbuf_8'
WIRE_PER_INST_UM=12.3
SLOWEST_DELAY_NS=0.53
DESIGN.PORTCOUNT=35
POSTSYNTHCELLCOUNT=193
PLACED_CELLS=303
DP.FINAL_HPWL_UM=3000
MULTI_INPUT_COMB_AREA_UM2=1060
REG2REG_SETUP_SLACK_NS=-0.14
LAYOUT_TOP_CELL_EXCL_FILL_TAP='sky130_fd_sc_hd__clkdlybuf4s50_1'
GRT_USAGE_PCT=8.58
FIN_WORST_SKEW_NS=0.00348
DRV_SLEW=0
SYNTH-EDFF-COUNT=0
PERIOD_MINUS_SLACK_NS=1.94
FINALSETUPVIOLATIONS=2
YS_ASYNC_SR_FRACTION_PCT=100
TOTALWIRELENGTH_UM=3810
LAY_TOP_CELLS='sky130_fd_sc_hd__clkdlybuf4s50_1 (32), sky130_fd_sc_hd__a21oi_1 (27), sky130_fd_sc_hd__inv_1 (26), sky130_fd_sc_hd__nor2_1 (19), sky130_fd_sc_hd__buf_4 (19)'
CRITICAL_PATH.STARTPOINT_TYPE='register'
MAX-CLOCK-PATH-BUFFERS=2
DRC_VIOLATIONS_LEFT=0
TOTAL_LEAKAGE_POWER_nW=0.923
AVGSYNTHCELLAREA_UM2=7.44
GRT_PASS1_WL_UM=6480
SYNTH_TOP_CELL_BY_AREA='sky130_fd_sc_hd__dfrtp_1'
PATH_MAX_FANOUT=4
CRITICALPATHCATEGORY='reg -> reg'
HTREEDEPTH=1
RUN_STATUS='finished, violations left'
SYN_TO_FINAL_GROWTH_PCT=44.6
ROUTE.VIAS.TOTAL=1450
TIMING_WORST_SLEW_PIN_VALUE_NS=0.462
GLOBAL_ROUTE.OVERFLOW_TOTAL=0
CRIT_PATH_CELL_TRACE='or4b_1 > a2111o_1 > a211oi_2 > a211oi_2 > nor3_2'
TOP_CELLS_BY_AREA='sky130_fd_sc_hd__dfrtp_1 (17%), sky130_fd_sc_hd__ha_1 (14%), sky130_fd_sc_hd__a21oi_1 (9.8%)'
GRT_PASS1_VIAS=1452
LAYOUT_WORST_PATH_CYCLE_SHARE_PCT=108
PWR_DENSITY_CELL_nW_PER_UM2=535
GLOBALPLACE.CONGESTION=0.860
POSTSYNTHREGISTERBITS=10
CTS-HOLD-FIX-BUFFERS=0
POSTSYNTH.TOPFLOPCELL='sky130_fd_sc_hd__dfrtp_1'
ARRIVAL_NS=2.10
CP.REQUIRED_NS=1.96
FIN_CELLS=310
FP_UTIL_PCT=27.6
SYNTH.YOSYS.WARNINGS=1
CTS_INSERTED_BUFFERS=3
SETUP-TNS-FINAL_NS=-0.259
PLACEMENT_ROWS=26
GRT_SETUP_UNREPAIRED='yes'
POST_ROUTE_CELLS_DRIVE_ABOVE_1_SHARE_PCT=15.8
ANTENNA_CELLS=0
WORST_REG2REG_STARTPOINT='alu_out[1]'
LAYOUT.AREA.SEQ_UM2=250
CRITICAL-PATH-TOP-CELL-BY-COUNT='sky130_fd_sc_hd__a211oi_2'
END_KIND='register'
TOTAL_POWER_mW=1.11
VIA_DENSITY_PER_INSTANCE=4.68
INSERTION_DELAY_NS=0.24
LAYOUT.FILLER_CELLS=499
LARGEST_NET_DEGREE_AT_THE_START_OF_GLOBAL_ROUTING=23
WORST_SLEW_MARGIN_REL_PCT=69.1
FIN_WORST_HOLD_SLACK_NS=0.442
FINAL_HOLD_VIOL_COUNT=0
TRITONCTS_CLOCK_TREE='done'
TIMING.HOLD.WORST.CLASS='in -> async'
CAP_VIOLATIONS=0
RR_ENDPOINT='alu_irq'
DRT_ITER0_DRC=85
SYNTH-CELLS-YOSYS=193
Yosys cell counts (2+ instances only):
cell type and instances:
sky130_fd_sc_hd__a21oi_1 28, sky130_fd_sc_hd__a211oi_1 7, sky130_fd_sc_hd__nor4_1 3, sky130_fd_sc_hd__o21ai_0 2
sky130_fd_sc_hd__xnor2_1 6, sky130_fd_sc_hd__dfrtp_1 10, sky130_fd_sc_hd__ha_1 16, sky130_fd_sc_hd__xor2_1 10
sky130_fd_sc_hd__o211ai_1 2, sky130_fd_sc_hd__nand2_1 4, sky130_fd_sc_hd__mux2i_1 7, sky130_fd_sc_hd__o22ai_1 16
sky130_fd_sc_hd__clkbuf_1 7, sky130_fd_sc_hd__buf_1 2, sky130_fd_sc_hd__inv_1 26, sky130_fd_sc_hd__nand3_1 3
sky130_fd_sc_hd__nor2_1 19, sky130_fd_sc_hd__nor3_1 3
kinds of logic (layout without fill, tap and decap cells):
logic type / Yosys count / after routing / synth area share (%)
multiplexers: 7 / 7 / 4.88
XOR/XNOR: 16 / 16 / 9.76
adder cells (fa/ha/maj): 16 / 16 / 13.9
flip-flops: 10 / 10 / 17.4
AND-OR/OR-AND: 62 / 62 / 27.2
buffers and inverters: 40 / 87 / 11.9
AND/OR/NAND/NOR: 42 / 42 / 14.9
timing repair:
item | CTS | global route
resized | 1 | 13
setup endpoints to repair | 2 | 9
setup buffers | 2 | 1
pin swaps | 4 | 6
metrics by stage:
stage | utilization, % | instance area [µm²] | setup slack, ns
final | 39.9 | 2080 | -0.141
after global routing | 39.9 | 2080 | -0.234
after CTS | 38.5 | 2010 | -0.184
after detailed placement | 37.2 | 1940 | -0.468
after global placement | 37.2 | 1940 | -0.429
after floorplan | - | 1440 | -0.0847
critical path: cells and delay by family, from the launching register on:
kind | cells | cell delay (ns)
compound gates | 3 | 0.77
simple gates | 2 | 0.70
flops | 1 | 0.40
per-layer routing:
layer / track usage, % / part of all wire [%] / vias up
li1: - / - / 777
met1: 11.2 / 48 / 641
met2: 14.5 / 46 / 30
met3: 1.94 / 5.5 / 2
met4: 1.01 / 0.73 / 0
met5: 0 / 0 / -
report_power, final:
part | internal [mW] | switching [mW] | total (mW)
combinational | 0.293 | 0.231 | 0.524
clock | 0.192 | 0.0892 | 0.281
sequential | 0.260 | 0.0445 | 0.305
total | 0.746 | 0.365 | 1.11
area by class of cell:
class,instances,area share [%]
flip-flops and latches,10,12.1
clock buffers,4,2.65
well taps,70,4.22
inverters,27,4.88
repair buffers,56,25.1
multi-input cells,143,51.1
worst max-delay path by stage:
stage | from | depth (start not counted) | slack, ns | end
CTS | alu_out[1] | 5 | -0.18 | alu_irq
global route | alu_out[1] | 5 | -0.23 | alu_irq
finish | alu_out[1] | 5 | -0.14 | alu_irq
flip-flops by register name (all words and copies together) (netlist names):
signal	count
alu_out	8
irq	1
alu_irq	1
